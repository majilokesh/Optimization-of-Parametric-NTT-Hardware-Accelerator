==> /design/flow/design.v <==
`timescale 1 ns / 1 ps
module CSA(input      [(2*(1 << ($clog2(32))))-1:0] x,y,z,
           output reg [(2*(1 << ($clog2(32))))-1:0] c,s);
wire [(2*(1 << ($clog2(32))))-1:0] c_t,s_t;
generate
	genvar csa_idx;
	for(csa_idx=0; csa_idx<(2*(1 << ($clog2(32)))); csa_idx=csa_idx+1) begin: FA_LOOP
		FA fau(x[csa_idx],y[csa_idx],z[csa_idx],c_t[csa_idx],s_t[csa_idx]);
	end
endgenerate
always @(*) begin: SHIFT_LOOP
	integer i;
	for(i=0; i<((2*(1 << ($clog2(32))))-1); i=i+1) begin
		c[i+1] = c_t[i];
		s[i]   = s_t[i];
	end
	c[0]                = 1'b0;
	s[(2*(1 << ($clog2(32))))-1] = s_t[(2*(1 << ($clog2(32))))-1];
end
endmodule
`timescale 1 ns / 1 ps
module FA(input  x,y,z,
          output c,s);
assign {c,s} = x+y+z;
endmodule
`timescale 1 ns / 1 ps
module ModMult (input clk,reset,
               input [32-1:0] A,B,
               input [32-1:0] q,
               output[32-1:0] C);
wire [(2*32)-1:0] P;
intMult im(clk,reset,A,B,P);
ModRed  mr(clk,reset,q,P,C);
endmodule
`timescale 1 ns / 1 ps
module ModRed (input                               clk,reset,
			   input      [32-1:0]     q,
			   input      [(2*32)-1:0] P,
			   output reg [32-1:0]     C);
wire [(2*32)-1:0] C_reg [((32 > ((($clog2(512)))+1)) ? ((32 > (((($clog2(512)))+1) * 2)) ? ((32 > (((($clog2(512)))+1) * 3)) ? ((32 > (((($clog2(512)))+1) * 4)) ? ((32 > (((($clog2(512)))+1) * 5)) ? ((32 > (((($clog2(512)))+1) * 6)) ? ((32 > (((($clog2(512)))+1) * 7)) ? 8 : 7) : 6) : 5) : 4) : 3) : 2) : 1):0];
assign C_reg[0][(2*32)-1:0] = P[(2*32)-1:0];
genvar i_gen_loop;
generate
  for(i_gen_loop=0; i_gen_loop < (((32 > ((($clog2(512)))+1)) ? ((32 > (((($clog2(512)))+1) * 2)) ? ((32 > (((($clog2(512)))+1) * 3)) ? ((32 > (((($clog2(512)))+1) * 4)) ? ((32 > (((($clog2(512)))+1) * 5)) ? ((32 > (((($clog2(512)))+1) * 6)) ? ((32 > (((($clog2(512)))+1) * 7)) ? 8 : 7) : 6) : 5) : 4) : 3) : 2) : 1)-1); i_gen_loop=i_gen_loop+1)
  begin
		ka_ModRed_sub     #(.CURR_DATA((2*32)-(i_gen_loop  )*(((($clog2(512)))+1)-1)),
						 .NEXT_DATA((2*32)-(i_gen_loop+1)*(((($clog2(512)))+1)-1)))
		           mrs  (.clk(clk),
						 .reset(reset),
						 .qH(q[32-1:((($clog2(512)))+1)]),
						 .T1(C_reg[i_gen_loop]  [((2*32)-(i_gen_loop)  *(((($clog2(512)))+1)-1))-1:0]),
						 .C (C_reg[i_gen_loop+1][((2*32)-(i_gen_loop+1)*(((($clog2(512)))+1)-1))-1:0]));
  end
endgenerate
ka_ModRed_sub     #(.CURR_DATA((2*32)-(((32 > ((($clog2(512)))+1)) ? ((32 > (((($clog2(512)))+1) * 2)) ? ((32 > (((($clog2(512)))+1) * 3)) ? ((32 > (((($clog2(512)))+1) * 4)) ? ((32 > (((($clog2(512)))+1) * 5)) ? ((32 > (((($clog2(512)))+1) * 6)) ? ((32 > (((($clog2(512)))+1) * 7)) ? 8 : 7) : 6) : 5) : 4) : 3) : 2) : 1)-1)*(((($clog2(512)))+1)-1)),
				 .NEXT_DATA(32+2))
		   mrsl (.clk(clk),
				 .reset(reset),
				 .qH(q[32-1:((($clog2(512)))+1)]),
				 .T1(C_reg[((32 > ((($clog2(512)))+1)) ? ((32 > (((($clog2(512)))+1) * 2)) ? ((32 > (((($clog2(512)))+1) * 3)) ? ((32 > (((($clog2(512)))+1) * 4)) ? ((32 > (((($clog2(512)))+1) * 5)) ? ((32 > (((($clog2(512)))+1) * 6)) ? ((32 > (((($clog2(512)))+1) * 7)) ? 8 : 7) : 6) : 5) : 4) : 3) : 2) : 1)-1][((2*32)-(((32 > ((($clog2(512)))+1)) ? ((32 > (((($clog2(512)))+1) * 2)) ? ((32 > (((($clog2(512)))+1) * 3)) ? ((32 > (((($clog2(512)))+1) * 4)) ? ((32 > (((($clog2(512)))+1) * 5)) ? ((32 > (((($clog2(512)))+1) * 6)) ? ((32 > (((($clog2(512)))+1) * 7)) ? 8 : 7) : 6) : 5) : 4) : 3) : 2) : 1)-1)*(((($clog2(512)))+1)-1))-1:0]),
				 .C (C_reg[((32 > ((($clog2(512)))+1)) ? ((32 > (((($clog2(512)))+1) * 2)) ? ((32 > (((($clog2(512)))+1) * 3)) ? ((32 > (((($clog2(512)))+1) * 4)) ? ((32 > (((($clog2(512)))+1) * 5)) ? ((32 > (((($clog2(512)))+1) * 6)) ? ((32 > (((($clog2(512)))+1) * 7)) ? 8 : 7) : 6) : 5) : 4) : 3) : 2) : 1)  ][(32+2)-1:0]));
wire [32+1:0] C_ext;
wire [32+1:0] C_temp;
assign C_ext  = C_reg[((32 > ((($clog2(512)))+1)) ? ((32 > (((($clog2(512)))+1) * 2)) ? ((32 > (((($clog2(512)))+1) * 3)) ? ((32 > (((($clog2(512)))+1) * 4)) ? ((32 > (((($clog2(512)))+1) * 5)) ? ((32 > (((($clog2(512)))+1) * 6)) ? ((32 > (((($clog2(512)))+1) * 7)) ? 8 : 7) : 6) : 5) : 4) : 3) : 2) : 1)][(32+2)-1:0];
assign C_temp = C_ext - q;
always @(posedge clk or posedge reset)
begin
	if(reset) begin
		C <= 0;
	end
	else begin
		if (C_temp[32+1])
			C <= C_ext;
		else
			C <= C_temp[32-1:0];
	end
end
endmodule
`timescale 1 ns / 1 ps
module intMult(input clk,reset,
			   input [32-1:0] A,B,
			   output reg[(2*32)-1:0] C);
(* use_dsp = "yes" *) reg [(2*(1 << ($clog2(32))))-1:0] output_dsp [(1 << (($clog2((1 << ($clog2(32))))) - 4))*(1 << (($clog2((1 << ($clog2(32))))) - 4))-1:0];
wire[(2*(1 << ($clog2(32))))-1:0] op_reg     [((((1 << ($clog2(32))) > 16) ? ((1 << (($clog2((1 << ($clog2(32))))) - 4))*(1 << (($clog2((1 << ($clog2(32))))) - 4))-2) : 0)*3+2)-1:0];
reg [15:0] first_index_dsp  [(1 << (($clog2((1 << ($clog2(32))))) - 4))-1:0];
reg [15:0] second_index_dsp [(1 << (($clog2((1 << ($clog2(32))))) - 4))-1:0];
wire[(2*(1 << ($clog2(32))))-1:0] csa_out_c;
wire[(2*(1 << ($clog2(32))))-1:0] csa_out_s;
reg [(2*(1 << ($clog2(32))))-1:0] C_out;
reg [(2*(1 << ($clog2(32))))-1:0] S_out;
genvar i_gen_loop,m_gen_loop;
generate
  for(i_gen_loop=0; i_gen_loop < (1 << (($clog2((1 << ($clog2(32))))) - 4)); i_gen_loop=i_gen_loop+1)
  begin
	always @(*) begin
	   first_index_dsp [i_gen_loop] = (A >> (i_gen_loop*16));
	   second_index_dsp[i_gen_loop] = (B >> (i_gen_loop*16));
	end
  end
endgenerate
genvar i_loop;
genvar m_loop;
generate
  for(i_loop=0; i_loop < (1 << (($clog2((1 << ($clog2(32))))) - 4)); i_loop=i_loop+1)
  begin
		for(m_loop=0; m_loop < (1 << (($clog2((1 << ($clog2(32))))) - 4)); m_loop=m_loop+1)
		begin
always @(posedge clk or posedge reset)
begin
			if(reset)
				output_dsp[(i_loop*(1 << (($clog2((1 << ($clog2(32))))) - 4)))+m_loop][(2*(1 << ($clog2(32))))-1:0] <= 0;
			else
				output_dsp[(i_loop*(1 << (($clog2((1 << ($clog2(32))))) - 4)))+m_loop][(2*(1 << ($clog2(32))))-1:0] <= (first_index_dsp[i_loop][15:0] * second_index_dsp[m_loop][15:0])<<((i_loop+m_loop)*16);
		end
  end
end
endgenerate
generate
	genvar m;
	for(m=0; m<((1 << (($clog2((1 << ($clog2(32))))) - 4))*(1 << (($clog2((1 << ($clog2(32))))) - 4))); m=m+1) begin: DUMMY
        assign op_reg[m] = output_dsp[m];
    end
endgenerate
generate
	genvar k;
	for(k=0; k<((((1 << ($clog2(32))) > 16) ? ((1 << (($clog2((1 << ($clog2(32))))) - 4))*(1 << (($clog2((1 << ($clog2(32))))) - 4))-2) : 0)); k=k+1) begin: CSA_LOOP
		CSA csau(op_reg[3*k+0],op_reg[3*k+1],op_reg[3*k+2],op_reg[((1 << (($clog2((1 << ($clog2(32))))) - 4))*(1 << (($clog2((1 << ($clog2(32))))) - 4)))+2*k+0],op_reg[((1 << (($clog2((1 << ($clog2(32))))) - 4))*(1 << (($clog2((1 << ($clog2(32))))) - 4)))+2*k+1]);
	end
endgenerate
always @(posedge clk or posedge reset) begin
	if(reset) begin
		C_out <= 0;
		S_out <= 0;
	end
	else begin
		C_out <= ((1 << ($clog2(32))) > 16) ? op_reg[((((1 << ($clog2(32))) > 16) ? ((1 << (($clog2((1 << ($clog2(32))))) - 4))*(1 << (($clog2((1 << ($clog2(32))))) - 4))-2) : 0)*3+2)-1] : op_reg[0];
		S_out <= ((1 << ($clog2(32))) > 16) ? op_reg[((((1 << ($clog2(32))) > 16) ? ((1 << (($clog2((1 << ($clog2(32))))) - 4))*(1 << (($clog2((1 << ($clog2(32))))) - 4))-2) : 0)*3+2)-2] : op_reg[0];
	end
end
always @(posedge clk or posedge reset) begin
	if(reset)
		C <= 0;
	else
		C <= ((1 << ($clog2(32))) > 16) ? (C_out + S_out) : S_out;
end
endmodule
module ka #(
parameter wI = 32,
parameter wO = 2 * wI
)
(
input [wI-1:0]    iX,
input [wI-1:0]    iY,
output [wO-1:0]    oO
);
localparam wI_pt = wI / 2;
wire   [wI_pt-1:0] X_hi, X_lo;
wire   [wI_pt-1:0] Y_hi, Y_lo;
assign  {X_hi, X_lo} = iX;
assign  {Y_hi, Y_lo} = iY;
wire [31 : 0] ac,bc,ad,bd;
wire [63 : 0] t1,t2;
wire [48 : 0] psum;
ka_16x16 i1(.a(X_hi),.b(Y_hi),.out(ac));
ka_16x16 i2(.a(X_lo),.b(Y_hi),.out(bc));
ka_16x16 i3(.a(X_hi),.b(Y_lo),.out(ad));
ka_16x16 i4(.a(X_lo),.b(Y_lo),.out(bd));
assign t2 = bd;
assign psum = (bc+ad) << 16;
assign t1 = {ac,32'b0};
assign oO = t1 + psum + t2;
endmodule
module ka_16x16(
    input [15:0] a,
    input [15:0] b,
    output [31:0] out
    );
    wire [15:0] ac,bc,ad,bd;
    wire [31:0] t1,t2;
    wire [24:0] psum;
  ka_8x8 i1(.a(a[15:8]),.b(b[15:8]),.out(ac));
  ka_8x8 i2(.a(a[7:0]),.b(b[15:8]),.out(bc));
  ka_8x8 i3(.a(a[15:8]),.b(b[7:0]),.out(ad));
  ka_8x8 i4(.a(a[7:0]),.b(b[7:0]),.out(bd));
  assign t2= bd;
  assign psum = (bc+ad) << 8;
  assign t1={ac,16'b0000000000000000};
  assign out= t1+t2+psum;
endmodule
module ka_8x8(
    input [7:0] a,
    input [7:0] b,
    output [15:0] out
    );
    wire [7:0] ac,bc,ad,bd;
    wire [15:0] t1,t2;
    wire [12:0] psum;
  ka_4x4 m1(.a(a[7:4]),.b(b[7:4]),.out(ac));
  ka_4x4 m2(.a(a[3:0]),.b(b[7:4]),.out(bc));
  ka_4x4 m3(.a(a[7:4]),.b(b[3:0]),.out(ad));
  ka_4x4 m4(.a(a[3:0]),.b(b[3:0]),.out(bd));
  assign t2= bd;
  assign psum = (bc+ad) << 4;
  assign t1={ac,8'b0000};
  assign out= t1+t2+psum;
endmodule
module ka_4x4(
    input [3:0] a,
    input [3:0] b,
    output [7:0] out
    );
    wire [3:0] ac,bc,ad,bd;
    wire [7:0] t1,t2;
    wire [6:0] psum;
  ka_2x2 m1(.a(a[3:2]),.b(b[3:2]),.out(ac));
  ka_2x2 m2(.a(a[1:0]),.b(b[3:2]),.out(bc));
  ka_2x2 m3(.a(a[3:2]),.b(b[1:0]),.out(ad));
  ka_2x2 m4(.a(a[1:0]),.b(b[1:0]),.out(bd));
  assign t2= bd;
  assign psum = (bc+ad) << 2;
  assign t1={ac,4'b0000};
  assign out= t1+t2+psum;
endmodule
module ka_2x2(
    input [1:0] a,
    input [1:0] b,
    output [3:0] out
    );
    wire temp;
    assign out[0]= a[0]&b[0];
    assign out[1]= (a[1]&b[0])^(a[0]&b[1]);
    assign temp =  (a[1]&b[0])&(a[0]&b[1]);
    assign out[2]= temp ^(a[1]&b[1]);
    assign out[3]= temp &(a[1]&b[1]);
endmodule
`timescale 1 ns / 1 ps
module ka_ModRed_sub #(parameter CURR_DATA = 0, NEXT_DATA = 0)
                  (input                                     clk,reset,
				   input     [32-1:0]  qH,
				   input     [CURR_DATA-1:0]                 T1,
				   output reg[NEXT_DATA-1:0]                 C);
reg [(((($clog2(512)))+1))-1:0]             T2L;
reg [(32)-1:0]             T2;
reg [(CURR_DATA - ((($clog2(512)))+1))-1:0] T2H;
reg                             CARRY;
(* use_dsp = "yes" *) reg [(32 * 2) - 1:0]      MULT;
wire [(32 * 2) - 1:0] result;
ka #(.wI(32), .wO(2 * 32)) qH_mul_T2 (
		.iX(qH),
		.iY(T2),
		.oO(result));
always @(*) begin
	T2L = T1[(((($clog2(512)))+1))-1:0];
    T2  = (-T2L);
end
always @(posedge clk or posedge reset) begin
    if(reset) begin
        T2H   <= 0;
        CARRY <= 0;
        MULT  <= 0;
    end
    else begin
        T2H   <= (T1 >> (((($clog2(512)))+1)));
        CARRY <= (T2L[((($clog2(512)))+1)-1] | T2[((($clog2(512)))+1)-1]);
        MULT  <= result;
    end
end
always @(posedge clk or posedge reset) begin
    if(reset) begin
        C <= 0;
    end
    else begin
        C <= (MULT+T2H)+CARRY;
    end
end
endmodule
==> /design/flow/run.sh <==
#!/bin/bash
# OpenROAD 26Q1-2900-gdf79404cd8, Yosys 0.63+post, stock flow scripts
make -C /OpenROAD-flow-scripts/flow DESIGN_CONFIG=/design/flow/config.mk WORK_HOME=/design/flow/orfs finish
==> /design/flow/config.mk <==
export PLATFORM = sky130hd
export DESIGN_NAME = ModMult
export DESIGN_NICKNAME = ModMult
export VERILOG_FILES = /design/flow/design.v
export SDC_FILE = /design/flow/constraint.sdc
export NUM_CORES = 4
export LEC_CHECK = 1
export CORE_UTILIZATION = 30
==> /design/flow/constraint.sdc <==
current_design ModMult

set clk_period 23.4
set clk_io_pct 0.2

create_clock -name clk0 -period $clk_period [get_ports {clk}]

set non_clock_inputs [all_inputs -no_clocks]
set_input_delay [expr $clk_period * $clk_io_pct] -clock clk0 $non_clock_inputs
set_output_delay [expr $clk_period * $clk_io_pct] -clock clk0 [all_outputs]
==> results_dict.tcl <==
# yosys + openroad results
set metrics [dict create \
    maxSlewHeadroom 0.270 \
    grt_pass1_wl_mm 741 \
    clk_pin_slew_ns 0.06 \
    firstDrtPassIters 5 \
    hold_viol 0 \
    yosys_warnings 13 \
    numCtsBuffers 99 \
    synthCells 18700 \
    finalClockSkew_ns 0.101 \
    grt_overflow 0 \
    crit_path_end_kind "flop" \
    cts.root.buffer_cell "clkbuf_16" \
    first_iter_violations 6467 \
    seq_area_frac_synth 0.125 \
    cts-htree-levels 3 \
    cp-endpoint "mr.genblk1[0].mrs.MULT[50]" \
    clock_sinks 830 \
    setup_viol 0 \
    grt_max_degree 123 \
    reg2reg_depth 51 \
    drtAntennaViolNets 0 \
    hold_buffers 0 \
    drive_gt1_frac 0.0308 \
    crit_arrival_ns 16.48 \
    yosysUniqueCellTypes 89 \
    min_path_type "reg -> reg" \
    areaGrowthSynthToFinish_pct 8.19 \
    worstSetupStartpointType "input pin" \
    critPathKind "in -> reg" \
    reg2reg_slack_ns 10.62 \
    r2r_end "mr.genblk1[0].mrs.MULT[50]" \
    grt_util_all_layers 0.177 \
    setup_tns_ns 0 \
    regToRegStartpoint "im.C[2]" \
    max_freq_mhz 63.3 \
    cts_tree "done" \
    clockBufferDepth 3 \
    maxSlewViolCount 0 \
    post-route-period-util 0.675 \
    ys_chip_area_mm2 0.167 \
    num_rows 273 \
    lay_top_count "ha_1" \
    dieArea_mm2 0.559 \
    antenna_found_initial 55 \
    routedWlPerCell_um 18.5 \
    flop_cell "dfrtp_1" \
    ys_cells 18700 \
    warning_count 38 \
    cpPeakStageDelay_ns 0.60 \
    port-buffer-count 129 \
    crit_start "q[11]" \
    routed_wl_mm 480 \
    cts_resized 0 \
    nFillCells 56400 \
    drt_drc_violations_left 0 \
    cp.required_ns 24.08 \
    io_pins 130 \
    route.vias.total 126000 \
    min_period_ns 15.79 \
    crit_path_top_delay_cell "fa_1" \
    floorplan.core_util 0.301 \
    hpwlAfterDp_mm 383 \
    grt_setup_unrepaired "false" \
    place_congestion 0.954 \
    edf_count 0 \
    die-width_um 748 \
    via_per_inst 4.84 \
    netlist_area_mm2 0.167 \
    status "finished, final reports clean" \
    ys_ff 830 \
    first_global_vias 125000 \
    drv_cap 0 \
    postSynth.asyncResetShare 1.00 \
    cts_setup_buffers 0 \
    dieHeight_um 748 \
    clock_latency_ns 0.79 \
    lay_top_cells "3,654 x ha_1, 2,470 x inv_1, 1,533 x xnor2_1" \
    critPathMaxFanout 16 \
    core-area_mm2 0.553 \
    avgSynthCellArea_um2 8.93 \
    tightest_slew_ns 1.10 \
]
-- cells in the mapped netlist (390+ instances only) --
master    count  area share
o21bai_1    390       0.018
and2_1     1291       0.048
dfrtp_1     830        0.12
xor2_1      454       0.024
xnor2_1    1541       0.081
ha_1       3656        0.27
a21oi_1    1344       0.040
nor2_1      857       0.019
fa_1       1315        0.16
a21o_1      908       0.041
nand2_1     913       0.021
clkbuf_1    573       0.013
inv_1      2479       0.056
-- worst max-delay path: cells and delay by family --
family                   cells  cell delay (ns)
multiplexers                 1             0.38
adder cells (fa/ha/maj)     10             3.59
XOR/XNOR                     6             1.07
AND/OR/NAND/NOR              8             1.24
buffers and inverters        6             1.22
AND-OR/OR-AND               23             4.24
-- layer usage --
metal / vias to the layer above / share of wire / GRT usage
li1: 62300 / - / -
met1: 59900 / 0.45 / 0.251
met2: 2885 / 0.45 / 0.279
met3: 457 / 0.071 / 0.0432
met4: 8 / 0.025 / 0.0351
met5: - / 0.00011 / 0.000255
-- logic make-up after synthesis --
| kind of cell | count (synthesis) | share of synthesized area |
|---|---|---|
| buf+inv | 3106 | 0.0700 |
| compound gates | 3847 | 0.147 |
| fa+ha+maj | 4975 | 0.432 |
| xor+xnor | 1997 | 0.105 |
| mux | 38 | 0.00312 |
| simple gates | 3885 | 0.118 |
| flops | 830 | 0.125 |
-- worst min path at each step --
| stage | start | endpoint | slack (ns) | cells after the start |
|---|---|---|---|---|
| after global routing | mr.genblk1[2].mrs.C[24] | mr.mrsl.T2H[14] | 0.34 | 0 |
| after CTS | mr.genblk1[2].mrs.C[24] | mr.mrsl.T2H[14] | 0.31 | 0 |
| final | mr.genblk1[2].mrs.C[24] | mr.mrsl.T2H[14] | 0.31 | 0 |
-- per-stage QoR --
stage	instance area, um2	hold WS [ns]	utilization	cells	setup WS [ns]
2_1_floorplan	167000	0.331	-	18700	7.32
3_3_place_gp	177000	0.332	0.320	25700	6.77
3_5_place_dp	177000	0.335	0.320	25700	6.94
4_1_cts	180000	0.311	0.326	25900	7.71
5_1_grt	180000	0.338	0.326	25900	6.76
6_report	180000	0.307	0.326	25900	7.61
-- area by class of cell --
type                       count  area, um2  share of cell area
clock buffer                 124       2730              0.0151
antenna                       11       27.5            0.000153
clock inverter                58        871             0.00482
tap                         7287       9120              0.0505
sequential                   830      20800               0.115
inverter                    2494       9370              0.0519
multi-input combinational  14700     135000               0.745
timing repair buffer         371       3070              0.0170
