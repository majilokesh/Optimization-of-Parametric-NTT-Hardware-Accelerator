==> /design/flow/run.sh <==
#!/bin/bash
# OpenROAD 26Q1-2900-gdf79404cd8, Yosys 0.63+post, stock flow scripts
make -C /OpenROAD-flow-scripts/flow DESIGN_CONFIG=/design/flow/config.mk WORK_HOME=/design/flow/orfs finish
==> /design/flow/config.mk <==
export PLATFORM = sky130hd
export DESIGN_NAME = BRAM
export DESIGN_NICKNAME = BRAM
export VERILOG_FILES = /design/flow/design.v
export SDC_FILE = /design/flow/constraint.sdc
export NUM_CORES = 4
export LEC_CHECK = 1
export CORE_UTILIZATION = 50
export SYNTH_MEMORY_MAX_BITS = 65536
==> /design/flow/constraint.sdc <==
current_design BRAM

set clk_period 60.7
set clk_io_pct 0.2

create_clock -name clk0 -period $clk_period [get_ports {clk}]

set non_clock_inputs [all_inputs -no_clocks]
set_input_delay [expr $clk_period * $clk_io_pct] -clock clk0 $non_clock_inputs
set_output_delay [expr $clk_period * $clk_io_pct] -clock clk0 [all_outputs]
==> /design/flow/design.v <==
`timescale 1ns / 1ps
`timescale 1 ns / 1 ps
module BRAM #(parameter DLEN = 32, HLEN = 9)
           (input                 clk,
            input                 wen,
            input      [HLEN-1:0] waddr,
            input      [DLEN-1:0] din,
            input      [HLEN-1:0] raddr,
            output reg [DLEN-1:0] dout);
(* ram_style="block" *) reg [DLEN-1:0] blockram [(1<<HLEN)-1:0];
always @(posedge clk) begin
    if(wen)
        blockram[waddr] <= din;
end
always @(posedge clk) begin
    dout <= blockram[raddr];
end
endmodule
==> Flow_metrics.wiki <==
== Metrics ==
{| class="wikitable"
! Metric !! Value
|-
| Sequential element share of the synthesized area || 77.3%
|-
| Count of TritonRoute iterations in the first routing pass || 6
|-
| Type of the worst min-delay path || reg -> reg
|-
| Library cells used by synthesis || 100
|-
| Post-synthesis cell type with the largest combined area || edfxtp_1
|-
| Global placement routability congestion || 0.934
|-
| Total wire length || 2040000 um
|-
| Port bufs || 83
|-
| Clock edge transition at the registers on the reported setup and hold paths || 0.06 ns
|-
| Leakage power summed over all cells || 230 nW
|-
| Pre-placement core utilization || 50.2%
|-
| Depth of the worst hold-timing path || 7
|-
| Final-report max-slew violation count || 0
|-
| Tool Warnings || 42
|-
| Data arrival time of the critical path || 21.24 ns
|-
| Number of buffers on the longest clock path || 6
|-
| Reg2reg end || dout[17]
|-
| Area growth from synthesis to final layout || 13.0%
|-
| Slowest Stage Delay on Critical Path || 0.69 ns
|-
| Largest net degree at the start of global routing || 131
|-
| Die Width || 1130 um
|-
| Primary flip-flop cell chosen by synthesis mapping || edfxtp_1
|-
| Total of flip-flops plus latches after synthesis || 16400
|-
| GRT Util Overall || 36.1%
|-
| Maximum fanout along the worst path || 77
|-
| Number of top-level pins || 84
|-
| Highest achievable clock rate || 49.8 MHz
|-
| Critical path start-end classification || in -> reg
|-
| Area of the die || 1280000 um2
|-
| Critical path's most frequent cell || buf_4
|-
| Violated checks || antenna rules
|-
| CP Cell Sequence || buf_16, buf_12, buf_4, buf_4, buf_4, buf_4, buf_12, buf_4, buf_4, buf_4, buf_4, mux4_2, a21oi_1, o21bai_1, a22oi_1, buf_4, and3_1, buf_4, a311oi_4, buf_4, nor4bb_1
|-
| HPWL after DPL || 1230000 um
|-
| PwrDens || 33.1 nW/um2
|-
| Top cells, area || edfxtp_1, mux4_2, mux2i_1, o221ai_1, mux4_1
|-
| Non-filler cells, final || 50900
|-
| FF-to-FF Start || blockram[445][17]
|-
| Cells in synth_stat.txt || 30200
|-
| Clk Latency, worst-skew pair || 1.36 ns
|-
| Setup fix buffers added after clock tree synthesis || 0
|-
| GR Overflow Total || 0
|-
| Worst hold path endpoint || dout[12]
|-
| Synth warn || 1
|-
| Top cell type's share of synthesized area || 77.2%
|-
| Max-capacitance violation count || 0
|-
| Number of rows created at floorplan || 414
|-
| Final count of negative-setup-slack endpoints || 0
|-
| DR vias || 327000
|-
| Area of the mapped netlist || 637000 um2
|-
| Instance count after placement with tap cells included || 47400
|-
| Syn_area_per_cell || 21.1 um2
|-
| Via count of the first global-routing pass || 349000
|-
| Fill count || 90900
|-
| Register-to-Register Setup Slack || 55.72 ns
|-
| CTS buffer count || 1724
|-
| Post-Synthesis Cells || 30200
|-
| Instance area after placement || 665000 um2
|-
| Starting DRC count in detailed routing || 23400
|-
| Worst path top cell family by delay || buffers and inverters
|-
| Kind of capture point of the worst setup path || flop
|-
| Commonest cells in the synthesized netlist || edfxtp_1, mux2i_1, mux4_2
|-
| Startpoint of the lowest-slack hold path || blockram[172][12]
|-
| Die height || 1130 um
|-
| Design Area, Final || 720000 um2
|-
| Sort of element at the start of the critical path || input pin
|-
| Worst IR Drop VDD || 0.0000290 V
|-
| Antenna violations before repair || 210
|-
| Worst-case clock skew || 0.129 ns
|-
| Routed vias/inst || 6.41
|-
| Clock tree from TritonCTS || yes
|-
| Sum of negative setup slack || 0 ns
|-
| Level count of the clock H-tree || 7
|-
| Transition time of the tightest slew-check pin || 1.48 ns
|-
| Post-CTS Resized || 0
|-
| Register-to-Register Path Depth || 9
|-
| Root Driver || clkbuf_16
|-
| Area inside the core boundary || 1270000 um2
|-
| First-pass GRT wire length || 2780000 um
|-
| Cell with the most instances after synthesis || edfxtp_1
|-
| Post-detailed-route count of antenna-violating nets || 1
|-
| Num Clock Sinks || 16400
|-
| Relative slew slack || 0.124%
|-
| Critical path buffers and inverters || 14
|-
| Unrepaired setup endpoints after global routing || false
|-
| # DRC || 0
|-
| Outcome || finished with violations
|-
| Total Power Consumption || 23.8 mW
|-
| Wire length per cell after detailed routing || 40.0 um
|-
| Share of the clock period used by the worst path after layout || 33.1%
|-
| Hold buffers post-CTS || 0
|-
| Count of library flops with an enable pin || 16400
|-
| Fraction of final layout cells with drive strength greater than 1 || 22.5%
|-
| Final Hold Violation Tally || 0
|-
| Share of synthesized registers carrying an async set or reset || 0%
|-
| WP data required || 61.87 ns
|-
| Chip area in the Yosys report || 637000 um2
|-
| Critical-path top delay cell || buf_4
|-
| Min Tclk post-route || 20.08 ns
|}
## layout by cell type (no fill, tap or decap), drive strengths merged, types with 135 or more instances in the layout
cell type	Yosys	routed
buf	1173	2093
nand3	135	135
o21ai	450	450
a31oi	177	177
edfxtp	16400	16400
a21oi	786	786
nand2	490	490
clkinv	0	757
o22ai	834	834
clkbuf	664	2107
nor2	912	912
a211oi	159	159
o221ai	1062	1062
diode	0	488
nor3	350	350
mux4	2680	2680
mux2i	3072	3072
## where the power goes
part | switching [mW] | leakage [nW] | internal (mW)
combinational | 0.895 | 57.0 | 0.370
clock | 4.25 | 26.0 | 5.79
sequential | 0.0236 | 147 | 12.5
total | 5.16 | 230 | 18.6
## cell families (layout without fill, tap and decap cells)
family                 Yosys count  in the layout  share of synthesized area, %
muxes                         5792           5792                          14.5
and+or+nand+nor               2222           2222                          1.57
AOI/OAI and AO/OA             3950           3950                          4.24
other                            0            488                             0
DFF                          16400          16400                          77.3
buffers and inverters         1846           5194                          2.30
## state kept, by name (all words and copies together) (netlist names)
name      count
blockram  16384
dout         32
## how the worst max path moves through the flow
stage / start / endpoint / depth (start not counted)
after CTS: raddr[0] / dout[12] / 21
final: raddr[0] / dout[12] / 21
after global routing: raddr[0] / dout[12] / 22
## routing by layer
metal	up-vias	track usage, %	share of wire (%)
met5	-	9.67	0.75
met4	290	14.8	5.6
met3	4472	36.5	24
met2	26400	46.7	43
met1	163000	38.8	27
li1	133000	-	-
## tightest hold or removal path: cells and delay by family, from the launching register on
family	cells	cell delay (ns)
and+or+nand+nor	3	0.35
AOI/OAI and AO/OA	3	0.27
muxes	1	0.13
DFF	1	0.36
## layout make-up
class / instances / area [um2] / share of cell area [%]
Tap cell: 16800 / 21100 / 2.93
Multi-Input combinational cell: 12000 / 135000 / 18.7
Timing Repair Buffer: 2137 / 17000 / 2.36
Clock inverter: 946 / 7860 / 1.09
Sequential cell: 16400 / 493000 / 68.4
Clock buffer: 2107 / 45200 / 6.28
Inverter: 4 / 40.0 / 0.00556
Antenna cell: 488 / 1220 / 0.170
## through the flow
step	hold WS, ns	setup WS [ns]	util [%]
3_3_place_gp	1.12	39.36	52.4
3_5_place_dp	1.15	39.35	52.4
6_report	1.14	40.62	56.7
2_1_floorplan	0.850	45.99	-
4_1_cts	1.15	40.76	56.6
5_1_grt	1.19	40.17	56.6
Power and IR drop assume default switching activity.
